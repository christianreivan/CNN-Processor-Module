[flow/run.sh]
#!/bin/bash
# OpenROAD 26Q1-2900-gdf79404cd8, Yosys 0.63+post, stock flow scripts
make -C /OpenROAD-flow-scripts/flow DESIGN_CONFIG=/design/flow/config.mk WORK_HOME=/design/flow/orfs finish
[flow/config.mk]
export PLATFORM = sky130hd
export DESIGN_NAME = mux8
export DESIGN_NICKNAME = mux8
export VERILOG_FILES = /design/flow/design.v
export SDC_FILE = /design/flow/constraint.sdc
export NUM_CORES = 4
export LEC_CHECK = 1
export CORE_AREA = 10 10 77 77
export DIE_AREA = 0 0 87 87
[flow/constraint.sdc]
current_design mux8

set clk_period 2.3
set clk_io_pct 0.2

create_clock -name clk0 -period $clk_period

set non_clock_inputs [all_inputs -no_clocks]
set_input_delay [expr $clk_period * $clk_io_pct] -clock clk0 $non_clock_inputs
set_output_delay [expr $clk_period * $clk_io_pct] -clock clk0 [all_outputs]
[flow/design.v]
module mux8(input [2:0] sel,
            input [7:0] in0,in1,in2,in3,in4,in5,in6,in7,
				output [7:0] outmux8);
assign outmux8 = (sel == 3'd0) ? in0 : 
					  (
                 (sel == 3'd1) ? in1 : 
					  (
					  (sel == 3'd2) ? in2 : 
					  (
					  (sel == 3'd3) ? in3 :
					  (
					  (sel == 3'd4) ? in4 :
					  (
					  (sel == 3'd5) ? in5 :
					  (
					  (sel == 3'd6) ? in6 :
					  (
					  (sel == 3'd7) ? in7 :
					  in7)))))));
endmodule
==> results.env <==
CRITPATHARRIVALTIME_NS=1.77
POWER_FRAC_COMB_PCT=100.0
GLOBAL_ROUTE_WIRE_LENGTH_BEFORE_REPAIR_UM=5370
VIAS_PER_CELL=4.54
FINAL_LAYOUT_TOP_LOGIC_CELLS='clkdlybuf4s50_1, buf_4, dlygate4sd2_1'
INITIAL_CORE_UTIL_PCT=15.3
TIMING.FINAL.CRIT_PERIOD_NS=2.23
SYNTHESIS.YOSYS.WARNINGS=0
MAX-VDD-IR-DROP_uV=58.9
ANTENNA_CELLS=0
STATUS='completed'
POSTLAYOUTSETUPSLACKWORST_NS=0.0743
POWER.SWITCHING_mW=0.0909
FINISH.UTILIZATION_PCT=36.4
NUM_ROWS=24
ROUTED-WL-MET2_UM=1520
WORST_SLEW_PIN_SLEW_NS=0.237
MAX_CAP_VIOLATIONS=0
YOSYS.STAT.SEQSHARE_PCT=0
DETAILED_PLACE.AREA_MM2=0.00155
TIMING.CRITICAL_PATH.TO='outmux8[3]'
DRTANTENNAVIOLNETS=0
CRITICAL_PATH_REQUIRED_NS=1.84
ROUTE.LAYER.MET1.WL_UM=1520
POST-PLACE-WS_NS=-0.490
GRT_MAX_DEGREE=15
SLEW_HEADROOM_PCT=84.2
FINAL_WEIGHTED_CONGESTION_OF_ROUTABILITY_DRIVEN_GLOBAL_PLACEMENT=0.801
WL_MET3_UM=385
CLOCK_BUFFERS=0
GRT_SETUP_UNREPAIRED='no'
YOSYS_AREA_UM2=664
NUMBER_OF_ANTENNA_VIOLATIONS_AT_THE_FIRST_CHECK_IN_GLOBAL_ROUTING=0
WORSTSETUPSTARTPOINT='sel[0]'
GR-TOTAL-OVERFLOW=0
TIMING_HOLD_VIOLATIONS_FINAL=0
SYNTH_AREA_PER_CELL_UM2=7.30
INTERNAL_POWER_mW=0.190
SYNTHDISTINCTLIBCELLS=30
DP_CELLS=225
SEQPWRFRAC_PCT=0
DRT_ITER0_DRC=22
DETAIL_ROUTE.DRC_VIOLATIONS=0
CORE_AREA_MM2=0.00435
DIE_AREA_MM2=0.00757
LAYOUT-DRIVE-GT1-SHARE_PCT=22.2
PORTBUFFERS=75
TIMING.FINAL.CRIT_SHARE_PCT=96.8
FINAL_AREA_MM2=0.00158
TIMING.CRITICAL_PATH.FANOUT_MAX=7
TOP_LAYER='met3'
FINALWIRELENGTH_UM=3430
CHIPWIDTH_UM=87
DRT_PASS1_ITERATIONS=4
CRITICAL_PATH_STARTPOINT_CATEGORY='input pin'
FINAL-MAX-SLEW-VIOLATION-COUNT=0
DP_HPWL_UM=3000
CHIP_HEIGHT_UM=87
INSTANCES_NO_FILL=228
CELLPOWERDENSITY_mW_PER_MM2=178
FINAL-SEQ-AREA_UM2=0
POST_SYNTH_INST_COUNT=91
POWER.CLOCK.FRACTION_PCT=0
TYPE_OF_ELEMENT_CAPTURING_THE_CRITICAL_PATH='primary output'
DETAILROUTE.VIA_COUNT=1036
SW_FRAC_OF_TOTAL_PCT=32.3
SETUP.WORST_PATH.CLASS='in2out'
SYNTH.YOSYS.NUM_CELLS=91
HOLD_BUF_CTS=0
FINAL_COMMON_CELL='clkdlybuf4s50_1'
VIAS_IN_THE_FIRST_GLOBAL_ROUTE=1139
POWER.LEAKAGE_nW=0.636
FINAL-SETUP-VIOL-COUNT=0
OPENROAD.WARNINGS=32
IO-PIN-COUNT=75
AREA.GROWTH.SYNTH_TO_FINAL_PCT=138
TOTAL_TRACK_USAGE_PCT=8.39
HOLDCRITPATHCLASS='in2out'
AVGROUTEDWIREPERCELL_UM=15.0
FLOP-COUNT=0
MAX_FREQ_MHz=449
POST_SYNTH_INSTANCE_AREA_UM2=664
POWER_mW=0.281
==> cell usage after synthesis (2+ instances only) <==
| master | n | area, µm² |
|---|---|---|
| a21oi_1 | 5 | 25.0 |
| a221oi_2 | 2 | 30.0 |
| a22oi_1 | 5 | 37.5 |
| a31oi_1 | 5 | 31.3 |
| buf_2 | 5 | 25.0 |
| buf_6 | 3 | 33.8 |
| inv_1 | 2 | 7.51 |
| mux2_2 | 6 | 67.6 |
| mux2i_1 | 9 | 90.1 |
| nand2_1 | 7 | 26.3 |
| nor2_1 | 7 | 26.3 |
| nor3_1 | 2 | 10.0 |
| o21ai_0 | 2 | 10.0 |
| o221ai_1 | 9 | 78.8 |
| o22a_1 | 2 | 17.5 |
| o22ai_1 | 3 | 18.8 |
| o2bb2ai_1 | 2 | 17.5 |
| o32ai_1 | 3 | 26.3 |
==> layer usage <==
layer  vias to the layer above  track usage [%]
met5                         -                0
met4                         0                0
met3                         0             3.21
met2                        45             14.2
met1                       448             10.4
li1                        543                -
==> metrics by stage <==
stage | TNS [ns] | hold WS [ns]
final | 0 | 1.44
after global routing | 0 | 1.52
after CTS | 0 | 1.61
after detailed placement | -3.45 | 1.95
after global placement | -3.36 | 1.96
after floorplan | 0 | 1.05
==> kinds of logic (layout without fill, tap and decap cells) <==
kind of cell / Yosys count / in the layout / share of synthesized area [%]
AOI/OAI and AO/OA: 41 / 41 / 47.8
buffers and inverters: 13 / 98 / 12.2
muxes: 15 / 15 / 23.7
and+or+nand+nor: 22 / 22 / 16.2
==> power groups by stage <==
stage                 combinational, mW  sequential [mW]  clock, mW
after CTS                         0.287                0          0
after global routing              0.308                0          0
final                             0.281                0          0
==> how the worst min path moves through the flow <==
stage / from / endpoint / slack, ns / cells past startpoint
CTS: sel[2] / outmux8[5] / 1.61 / 4
global route: sel[1] / outmux8[2] / 1.52 / 5
finish: sel[1] / outmux8[2] / 1.44 / 5
==> worst max-delay path, cell delays in order <==
cell           delay (ns)
buf_2                0.12
buf_6                0.13
and2_4               0.15
buf_4                0.13
a221oi_2             0.23
a31oi_1              0.07
o22a_1               0.21
dlygate4sd2_1        0.25
==> layout make-up <==
cell class / count / area [µm²]
Fill cell: 445 / 2770
Inverter: 3 / 12.5
Multi-Input combinational cell: 78 / 597
Tap cell: 52 / 65.1
Timing Repair Buffer: 95 / 908
==> what timing repair did <==
item,CTS,global route
endpoints found under the setup margin,8,2
setup buffers,4,0
resized,30,2
pin swaps,7,2
Power is estimated from default activity; no workload was simulated.
